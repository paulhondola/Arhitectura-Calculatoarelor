==> design.v <==
module dec #(parameter w=2)(
	input [w-1:0] s,
	input e,
	output reg [2**w-1:0] o
);
	always @ (*) begin
		o = 0;
		if (e)
  		  o[s] = 1;
	end
endmodule
module rgst #(
    parameter w=8
)(
    input clk, rst_b, ld, clr, input [w-1:0] d, output reg [w-1:0] q
);
    always @ (posedge clk, negedge rst_b)
        if (!rst_b)                 q <= 0;
        else if (clr)               q <= 0;
        else if (ld)                q <= d;
endmodule
module regfl(
	input clk,
	input rst_b,
	input we,
	input [2:0] s,
	input [63:0] d,
	output [511:0] q
);
wire [7:0] o;
wire [63:0] data [7:0];
dec #(
	.w(3)
) dec0 (
	.s(s),
	.e(we),
	.o(o)
);
generate
genvar i;
for (i = 0; i < 8; i = i + 1) begin: reg_inst
	rgst #(.w(64)) reg_inst(
		.clk(clk),
		.clr(1'b0),
		.rst_b(rst_b),
		.ld(o[i]),
		.d(d),
		.q(data[i])
	);
end
endgenerate
assign q = {data[0], data[1], data[2], data[3], data[4], data[5], data[6], data[7]};
endmodule
module regfl_tb;
reg clk, rst_b, write_enable;
reg [2:0] index;
reg [63:0] data_in;
wire [511:0] blk_out;
regfl regfl_tb(
    .clk(clk),
    .rst_b(rst_b),
    .we(write_enable),
    .s(index),
    .d(data_in),
    .q(blk_out)
);
localparam CLK_PERIOD = 100;
localparam RST_PULSE = 25;
localparam RUNNING_CYCLES = 13;
initial begin
    clk = 0;
    repeat (RUNNING_CYCLES) #(CLK_PERIOD/2) clk = ~clk;
end
initial begin
    rst_b = 0;
    #RST_PULSE rst_b = 1;
end
initial begin
    repeat (RUNNING_CYCLES) begin
        index = $urandom;
        data_in[63:32] = $urandom;
        data_in[31:0] = $urandom;
        #CLK_PERIOD;
    end
end
initial begin
    $display("wr_en | index | data | blk");
    $monitor(" %b  |  %x  | %x  |  %x ", write_enable, index, data_in, blk_out);
    write_enable = 1;
    #(CLK_PERIOD * 6) write_enable = 0;
    #CLK_PERIOD write_enable = 1;
end
endmodule
==> run.sh <==
#!/bin/bash
# OpenROAD 26Q1-2900-gdf79404cd8, Yosys 0.63+post, stock flow scripts
make -C /OpenROAD-flow-scripts/flow DESIGN_CONFIG=/design/flow/config.mk WORK_HOME=/design/flow/orfs finish
==> config.mk <==
export PLATFORM = sky130hd
export DESIGN_NAME = regfl
export DESIGN_NICKNAME = regfl
export VERILOG_FILES = /design/flow/design.v
export SDC_FILE = /design/flow/constraint.sdc
export NUM_CORES = 4
export LEC_CHECK = 1
export CORE_AREA = 10 10 345 345
export DIE_AREA = 0 0 355 355
==> constraint.sdc <==
current_design regfl

set clk_period 1.5
set clk_io_pct 0.2

create_clock -name clk0 -period $clk_period [get_ports {clk}]

set non_clock_inputs [all_inputs -no_clocks]
set_input_delay [expr $clk_period * $clk_io_pct] -clock clk0 $non_clock_inputs
set_output_delay [expr $clk_period * $clk_io_pct] -clock clk0 [all_outputs]
==> impl_metrics.ini <==
; generated from flow reports
[status]
status = finished with violations
failed_checks = setup timing

[timing]
finalCritPeriodShare_pct = 100
setup_slack_ns = -0.000642
fmax_ghz = 0.666
hold_viol = 0
worst_slew_pin_slew_ns = 0.524
tns_ns = -0.000642
finalSetupViolCount = 1
fin_crit_ns = 1.50
skew_ns = 0
slew_viol_final = 0
rsz0062_at_grt = yes
maxSlewHeadroom_pct = 65.1

[clock_network]
cts_root_buf = clkbuf_16
clk_pin_slew_ns = 0.06
cts_max_path_buffers = 3
htreeDepth = 2
cts_buffers = 57
clkSinkCount = 512
clock_latency_ns = 0.62
cts_tree = yes

[floorplan]
core-area_um2 = 111000
io-pin-count = 582
dieArea_um2 = 126000
die_y_um = 355
row_count = 122
initCoreUtil_pct = 17.2
dieWidth_um = 355

[power_and_ir_drop]
power.total_uw = 43900
cellPowerDensity_nw_per_um2 = 1530
leakage_uw = 0.0136
peakVddDrop_v = 0.00106

[placed_design]
place_congestion = 0.788
dp_hpwl_um = 47700
io_buffers = 581

[grt]
grt_max_degree = 95
grt_pass1_vias = 13400
grt_overflow = 0
grt_antenna_before_repair = 10
grt_pass1_wl_um = 98800
track_usage_pct = 10.7

[synth]
yosys_area_um2 = 19100
top_cells_by_area = dfrtp_1, mux2_2, buf_6, buf_2, buf_4
yosysWarnings = 3
syn_avg_cell_area_um2 = 17.4
netlist_area_um2 = 19100
top_cell_area_share_pct = 67.1
syn_inst = 1095
ys_cells = 1095
synth-seq-cells = 512
synth_cell_type_count = 16
top_area_cell = dfrtp_1
yosys.stat.seqShare_pct = 67.1

[final_layout]
logic_area_um2 = 6440
seqCellArea_um2 = 12800
drive_gt1_share_pct = 69.6
largest_register_ffs = 512
regMostFlops = reg_inst.reg_inst.q
areaGrowthSynthToFinish_pct = 50.7
top_regs = reg_inst.reg_inst.q x512
fillCellCount = 11600

[setup_path]
critPathRequiredTime_ns = 2.00
critPathArrivalTime_ns = 2.00
end_kind = flip-flop
critPathKind = in2reg
critPathLaunchType = input pin
cp_max_fo = 8

[run]
cap_violations = 0
tool_warnings = 31

[routing]
wl_met3_um = 6310
top_layer_used = met5
via_count = 12500
m1WireLength_um = 28200
firstDrtPassIters = 6
met2WireLength_um = 32700
vias_per_cell = 3.62
route.antenna.remaining_nets = 0
drt-initial-drc-count = 485
postRouteWirelength_um = 68900
drc = 0
routedWlPerCell_um = 20.0

[min_path]
worstHoldPathType = in2async
[cell usage after synthesis (all sizes together)]
library cell,instances
inv,2
dfrtp,512
mux2,512
buf,48
nand2,3
xor2,1
ha,4
nand3,1
xnor2,1
nor3b,2
and2,1
o21ai,1
nor2,7
[final cells by class]
| class | count | area share [%] |
|---|---|---|
| Clock buffer | 86 | 6.04 |
| Tap cell | 1488 | 6.47 |
| Multi-Input combinational cell | 533 | 22.4 |
| Antenna cell | 1 | 0.00869 |
| Inverter | 2 | 0.0956 |
| Sequential cell | 512 | 44.5 |
| Clock inverter | 21 | 0.869 |
| Timing Repair Buffer | 800 | 19.6 |
[logic make-up (layout without fill, tap and decap cells)]
group	after synthesis	after routing	share of synthesized area (%)
multiplexers	512	512	30.2
buffers and inverters	50	909	1.91
adder cells (fa/ha/maj)	4	4	0.262
other	0	1	0
XOR/XNOR	2	2	0.0917
AND-OR/OR-AND	1	1	0.0459
flip-flops	512	512	67.1
AND/OR/NAND/NOR	14	14	0.439
[worst max-delay path: stages]
cell and delay [ns]:
buf_2 0.10, buf_6 0.13, inv_12 0.03, ha_4 0.19, xor2_4 0.20, buf_6 0.14
nor2_4 0.19, buf_6 0.17, clkbuf_16 0.20, mux2_2 0.35
[repair_timing]
item,CTS,global route
gates cloned,5,2
pin swaps,5,3
gates resized,1842,20
setup buffers,101,23
endpoints found under the hold margin,151,0
hold buffers,1,0
setup endpoints to repair,1024,289
[per-layer routing]
layer / GRT usage, % / up-vias
met3: 4.10 / 91
li1: - / 5513
met5: 0 / -
met4: 2.31 / 6
met2: 17.2 / 422
met1: 13.6 / 6437
[layout by cell type, fill, tap and decap left out, drive strengths merged, types with 2 or more instances in the layout]
cell type and n:
ha 4, nor3b 2, clkinvlp 2, inv 6, buf 728, nor2 7, bufbuf 2, clkbuf 89
nand2 3, bufinv 5, mux2 512, clkinv 10, dfrtp 512, clkdlybuf4s50 64
[final timing paths]
kind                                             from                          to  slack [ns]  cells after the start
min in group clk0                               d[10]  reg_inst[6].reg_inst.q[10]        0.47                      3
setup / recovery                                 s[1]  reg_inst[3].reg_inst.q[43]     -0.0006                     10
max in group asynchronous                       rst_b  reg_inst[0].reg_inst.q[46]        0.60                      3
hold reg to reg             reg_inst[4].reg_inst.q[0]   reg_inst[4].reg_inst.q[0]        0.50                      1
setup reg to reg           reg_inst[4].reg_inst.q[44]  reg_inst[4].reg_inst.q[44]        0.49                      3
hold / removal                                  rst_b  reg_inst[1].reg_inst.q[18]        0.12                      2
[per-stage QoR]
stage          cells  utilization, %  instance area (um2)  setup slack (ns)  hold slack, ns
2_1_floorplan   1095               -                19800            -0.117         0.00441
3_3_place_gp    3204            25.2                28000            -0.943           0.174
3_5_place_dp    3204            25.2                28000            -0.983           0.177
4_1_cts         3418            25.6                28500           -0.0714          0.0813
5_1_grt         3442            25.9                28800           -0.0704           0.104
6_report        3443            25.9                28800         -0.000642           0.120
[power breakdown]
group | internal [uW] | total [uW] | switching [uW]
sequential | 17300 | 19000 | 1680
clock | 8840 | 14700 | 5850
combinational | 6720 | 10200 | 3480
